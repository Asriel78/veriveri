--- ./config.mk ---
export PLATFORM = sky130hd
export DESIGN_NAME = pack
export DESIGN_NICKNAME = pack
export VERILOG_FILES = /design/flow/design.v
export SDC_FILE = /design/flow/constraint.sdc
export NUM_CORES = 4
export LEC_CHECK = 1
export CORE_UTILIZATION = 30
--- ./design.v ---
`timescale 1ns/1ps
module pack (
    input  wire        clk,
    input  wire        enable,
    input  wire        it_valid,
    input  wire        sign_in,
    input  wire signed [6:0] exp_in,
    input  wire [10:0] mant_in,
    input  wire        is_nan_in,
    input  wire        is_pinf_in,
    input  wire        is_ninf_in,
    input  wire        result_in,
    output reg         p_valid,
    output reg         result_out,
    output reg [15:0]  out_data,
    output reg         is_nan_out,
    output reg         is_pinf_out,
    output reg         is_ninf_out
);
    localparam signed [6:0] BIAS = 15;
    reg signed [6:0] e_biased;
    reg [9:0] frac10;
    reg [10:0] shifted;
    reg [4:0] shift_amt;
    initial begin
        p_valid = 1'b0;
        result_out = 1'b0;
        out_data = 16'h0000;
        is_nan_out = 1'b0;
        is_pinf_out = 1'b0;
        is_ninf_out = 1'b0;
    end
    always @(posedge clk) begin
        if (!enable) begin
            p_valid     <= 1'b0;
            result_out  <= 1'b0;
            out_data    <= 16'h0000;
            is_nan_out  <= 1'b0;
            is_pinf_out <= 1'b0;
            is_ninf_out <= 1'b0;
        end else begin
            p_valid <= 1'b0;
            if (it_valid) begin
                result_out <= result_in;
                is_nan_out  <= is_nan_in;
                is_pinf_out <= is_pinf_in;
                is_ninf_out <= is_ninf_in;
                if (is_nan_in) begin
                    out_data <= {1'b1, 5'b11111, 10'b1000000000};
                end
                else if (is_pinf_in) begin
                    out_data <= 16'h7C00; 
                end
                else if (is_ninf_in) begin
                    out_data <= 16'hFE00;  
                end
                else begin
                    e_biased = exp_in + BIAS;
                    if (exp_in == -7'sd15 && mant_in == 11'd0) begin
                        out_data <= {sign_in, 5'b00000, 10'b0000000000};
                    end
                    else if (e_biased <= 0) begin
                        shift_amt = 1 - e_biased;
                        if (shift_amt >= 12)
                            frac10 = 10'b0;
                        else begin
                            shifted = mant_in >> shift_amt;
                            frac10 = shifted[9:0];
                        end
                        out_data <= {sign_in, 5'b00000, frac10};
                    end
                    else begin
                        frac10 = mant_in[9:0];
                        out_data <= {sign_in, e_biased[4:0], frac10};
                    end
                end
                p_valid <= 1'b1;
            end
        end
    end
endmodule
--- ./run.sh ---
#!/bin/bash
# OpenROAD 26Q1-2900-gdf79404cd8, Yosys 0.63+post, stock flow scripts
make -C /OpenROAD-flow-scripts/flow DESIGN_CONFIG=/design/flow/config.mk WORK_HOME=/design/flow/orfs finish
--- ./constraint.sdc ---
current_design pack

set clk_period 4.8
set clk_io_pct 0.2

create_clock -name clk0 -period $clk_period [get_ports {clk}]

set non_clock_inputs [all_inputs -no_clocks]
set_input_delay [expr $clk_period * $clk_io_pct] -clock clk0 $non_clock_inputs
set_output_delay [expr $clk_period * $clk_io_pct] -clock clk0 [all_outputs]
==> results.txt <==
The flow run is done. Hold timing on the final database bottoms out at a slack of 0.471 ns. Total half-perimeter wirelength after legalization and detailed placement landed at 3.17 mm. Routed wire length landed at 4.11 mm.

Number of flops mapped to enable cells by yosys landed at 0. Row generation in the floorplan step produced 27 rows. Number of buffers inserted for hold repair after clock tree synthesis landed at 0. In the synthesized netlist, the cells that appear most often are dfxtp_1 (21), mux2i_1 (17), mux2_2 (10). Maximum level of the CTS H-tree landed at 1. The congestion estimate from routability-driven global placement came to 0.885. Per the detail_route report, vias per standard cell equal 5.10.

In this run the critical register-to-register path is launched from out_data[5]. Per the post-synthesis stats, the area per cell is 9.11 um2. Synthesized netlist cell count landed at 187.

Among all cell types in the netlist, the one instantiated most often is dfxtp_1. Per the CTS log, the root buffer master is clkbuf_8. Final-report setup violation count landed at 0. Per the detail_route report, inserted antenna diodes total 0.

The core region is 5470 um2. Initial DRC count landed at 65. Total global routing track utilization landed at 14.9%.

Detailed-routing iteration count for the pre-antenna-repair pass landed at 20. In this run, synthesis produced a sequential element count of 21. Required time of the critical path landed at 4.95 ns. Per the run summary, max-cap violations total 0. CTS clock-pin slew for the worst setup and hold paths landed at 0.08 ns. Final cycle utilization of the critical path landed at 75.0%. The report lists the number of cells resized after CTS as 0.

Among all flip-flop cells after synthesis, the most frequent one is dfxtp_1. The worst setup path is launched from an input port. The number of clock sinks came to 21.

Dividing total power by cell area gives a power density of 212 nW/um2. TritonCTS built the clock tree. The worst hold path terminates at out_data[12].

The buffer_ports step reported a buffer count of 46. Headroom to the max-slew limit came out at 49.3%. The biggest area contributor in the post-synthesis netlist is dfxtp_1.

According to the floorplan report, the total die area is 5980 um2. Count of unique library cells instantiated by Yosys landed at 56. The transition time recorded at the tightest slew-check pin is 0.759 ns. In this run the remaining antenna-violating nets after routing total 0. Worst hold path cell count landed at 2. Sequential element share of the synthesized area landed at 24.7%. Buffers inserted during clock tree synthesis total 3. For this run, design rule violations remaining after detail routing come to 0. In this run the VDD rail shows a maximum IR drop of 0.148 mV.

The first global-routing pass estimated 7.25 mm of wire. In the setup report, the worst path falls into the class input port to flip-flop. In this run the biggest area consumer among cell types represents 24.7% of the synthesized area. Setup TNS after final layout landed at 0 ns. Number of inserted filler cells in the final layout landed at 568. Entering global routing, the biggest net connects 21 pins. The report shows a maximum critical-path fanout of 8. Number of cell instances on the worst register-to-register path landed at 2. The synthesis report lists the Yosys warning total as 1.

Setup repair after global routing left no endpoint under its margin. Number of top-level pins landed at 47. The run finished with clean final reports.

Per the run report, area growth between synthesis and finish was 31.6%. Before any placement, the netlist area is recorded as 1700 um2. STA reports a reg2reg setup slack of 3.99 ns. OpenROAD warning count landed at 28.

Number of global-route vias before repair landed at 1536. STA lists the startpoint of the worst hold path as out_data[12]. After synthesis, the share of flip-flops with an asynchronous set or reset is 0%. Initial antenna violation count landed at 0. Total vias in the final route landed at 1534. Maximum clock path buffer count landed at 2. The final timing report lists a max-slew violation count of 0. Clock latency on the worst-skew pair landed at 0.26 ns.

Maximum frequency from static timing analysis landed at 278 MHz. Per the final timing report, the hold violations number 0. Average detailed-routed wire length per instance landed at 13.7 um. Overall die width landed at 77.3 um. Yosys attributes the largest share of cell area to dfxtp_1 (25%), mux2i_1 (10%), mux2_2 (6.6%). Number of cells in Yosys stat landed at 187. Per the timing report, the most critical flop-to-flop path finishes at out_data[5]. Chip area estimate from yosys synthesis landed at 1700 um2. Minimum clock period after layout landed at 3.60 ns. Post-CTS setup-driven buffer insertion count landed at 0.

The most critical min-delay path falls under flip-flop to flip-flop. The total overflow left after global routing is 0. Starting utilization of the core area landed at 31.1%.

Die height landed at 77.3 um. Leakage power total landed at 0.000878 uW. For the worst setup path, the data arrival time is 3.75 ns. Clock skew after layout landed at 0 ns.

The post-route netlist has 14.8% of its cells at a drive strength greater than 1. STA classifies the critical path endpoint as a flip-flop.
[per-layer routing]
metal  wire, um  up-vias  GRT usage, %
met5          0        -             0
met4          0        0         0.755
met3        108        0          1.91
met2       1960       29          25.0
met1       2040      715          21.8
li1           -      790             -
[worst max path at each step]
stage,startpoint,endpoint,slack [ns]
5_1_grt,exp_in[0],out_data[0],1.03
6_report,exp_in[0],out_data[0],1.20
4_1_cts,exp_in[0],out_data[0],1.20
[cell families (layout without fill, tap and decap cells)]
logic type,Yosys count,after routing,share of synthesized area [%]
simple gates,68,68,25.1
compound gates,43,43,19.5
mux,27,27,16.6
flops,21,21,24.7
buf+inv,18,60,6.10
fa+ha+maj,5,5,3.67
xor+xnor,5,5,4.34
[sequential cells by signal (all words and copies together), names as in the netlist]
signal / cells
p_valid: 1
is_ninf_out: 1
is_pinf_out: 1
out_data: 16
result_out: 1
is_nan_out: 1
[through the flow]
| stage | worst slack (ns) | util, % | std cells | area [um2] | power (uW) |
|---|---|---|---|---|---|
| 6_report | 1.20 | 40.9 | 301 | 2240 | 475 |
| 5_1_grt | 1.03 | 40.9 | 301 | 2240 | 513 |
| 4_1_cts | 1.20 | 40.9 | 301 | 2240 | 484 |
| 3_5_place_dp | 0.902 | 40.1 | 297 | 2190 | 363 |
| 3_3_place_gp | 0.974 | 40.1 | 297 | 2190 | 363 |
| 2_1_floorplan | 1.42 | - | 187 | 1700 | 300 |
[power breakdown]
group | switching [uW] | internal, uW | total, uW
clock network | 58.7 | 57.8 | 117
registers | 3.82 | 182 | 186
logic | 84.0 | 88.4 | 172
total | 147 | 329 | 475
[worst max-delay path: stages]
cell             delay, ns
clkdlybuf4s50_1       0.43
inv_2                 0.19
ha_1                  0.29
xor2_1                0.27
inv_1                 0.13
ha_1                  0.27
xnor3_2               0.46
a211o_1               0.25
a31o_1                0.20
a221o_1               0.30
[area by class of cell]
cell class / count / area (um2) / area share, %
timing repair buffer: 48 / 475 / 21.2
multi-input combinational: 148 / 1180 / 52.6
clock inverter: 1 / 5.00 / 0.223
inverter: 8 / 30.0 / 1.34
tap: 72 / 90.1 / 4.02
sequential: 21 / 420 / 18.8
clock buffer: 3 / 41.3 / 1.84
[cell usage in the layout, fill, tap and decap left out, types with 2 or more instances in the layout]
cell             instances
a221o_1                  3
o21ai_1                  2
o211ai_1                 2
nor3_2                   2
clkdlybuf4s50_1         46
ha_1                     5
nor4b_1                  4
clkbuf_8                 3
nand3_1                  3
inv_1                    7
mux2i_1                 17
a32oi_1                  2
nor2b_1                  7
a21boi_1                 3
a211o_1                  5
or4_1                    2
nand2_1                  9
nor2_1                   9
nand3b_1                 2
o21ai_0                  9
nor4_1                   5
xnor2_2                  2
nand4_1                  4
buf_4                    2
nor3_1                   6
and2_1                   6
dfxtp_1                 21
mux2_2                  10
a21oi_1                  3
a31oi_1                  3
Power and IR drop assume default switching activity.
