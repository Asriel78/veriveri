File: design/flow/run.sh
#!/bin/bash
# OpenROAD 26Q1-2900-gdf79404cd8, Yosys 0.63+post, stock flow scripts
make -C /OpenROAD-flow-scripts/flow DESIGN_CONFIG=/design/flow/config.mk WORK_HOME=/design/flow/orfs finish
File: design/flow/config.mk
export PLATFORM = sky130hd
export DESIGN_NAME = normalize
export DESIGN_NICKNAME = normalize
export VERILOG_FILES = /design/flow/design.v
export SDC_FILE = /design/flow/constraint.sdc
export NUM_CORES = 4
export LEC_CHECK = 1
export CORE_AREA = 10 10 102 102
export DIE_AREA = 0 0 112 112
File: design/flow/constraint.sdc
current_design normalize

set clk_period 5.1
set clk_io_pct 0.2

create_clock -name clk0 -period $clk_period [get_ports {clk}]

set non_clock_inputs [all_inputs -no_clocks]
set_input_delay [expr $clk_period * $clk_io_pct] -clock clk0 $non_clock_inputs
set_output_delay [expr $clk_period * $clk_io_pct] -clock clk0 [all_outputs]
File: design/flow/design.v
`timescale 1ns/1ps
module normalize (
    input  wire        clk,
    input  wire        enable,
    input  wire        s_valid,
    input  wire        sign_in,
    input  wire [4:0]  exp_in,
    input  wire [9:0]  mant_in,
    input  wire        is_normal_in,
    input  wire        is_subnormal_in,
    input  wire        is_nan_in,
    input  wire        is_pinf_in,
    input  wire        is_ninf_in,
    output reg         n_valid,
    output reg         is_num,
    output reg         is_nan,
    output reg         is_pinf,
    output reg         is_ninf,
    output reg         sign_out,
    output reg signed [6:0] exp_out,
    output reg  [10:0] mant_out
);
    localparam signed [6:0] BIAS = 7'd15;
    wire [3:0] clz_comb;
    assign clz_comb =
        mant_in[9] ? 4'd0 :
        mant_in[8] ? 4'd1 :
        mant_in[7] ? 4'd2 :
        mant_in[6] ? 4'd3 :
        mant_in[5] ? 4'd4 :
        mant_in[4] ? 4'd5 :
        mant_in[3] ? 4'd6 :
        mant_in[2] ? 4'd7 :
        mant_in[1] ? 4'd8 :
        mant_in[0] ? 4'd9 : 4'd10;
    reg [10:0] tmp_m;
    reg signed [6:0] tmp_exp;
    wire is_zero;
    assign is_zero = (exp_in == 5'd0) && (mant_in == 10'd0);
    always @(posedge clk) begin
        if (!enable) begin
            n_valid   <= 1'b0;
            is_num    <= 1'b0;
            is_nan    <= 1'b0;
            is_pinf   <= 1'b0;
            is_ninf   <= 1'b0;
            sign_out  <= 1'b0;
            exp_out   <= 7'sd0;
            mant_out  <= 11'd0;
        end else begin
            n_valid <= 1'b0;
            if (s_valid) begin
                if (is_zero) begin
                    is_num   <= 1'b1;
                    is_nan   <= 1'b0;
                    is_pinf  <= 1'b0;
                    is_ninf  <= 1'b0;
                    sign_out <= sign_in;  
                    exp_out  <= -7'sd15; 
                    mant_out <= 11'd0;
                end
                else if (is_normal_in) begin
                    is_num   <= 1'b1;
                    is_nan   <= 1'b0;
                    is_pinf  <= 1'b0;
                    is_ninf  <= 1'b0;
                    sign_out <= sign_in;
                    mant_out <= {1'b1, mant_in};  
                    exp_out  <= $signed({2'b00, exp_in}) - BIAS;
                end 
                else if (is_subnormal_in) begin
                    is_num   <= 1'b1;
                    is_nan   <= 1'b0;
                    is_pinf  <= 1'b0;
                    is_ninf  <= 1'b0;
                    sign_out <= sign_in;
                    tmp_m   = ({1'b0, mant_in} << (clz_comb + 1));
                    tmp_exp = $signed(7'sd0) - BIAS - $signed({3'b000, clz_comb});
                    mant_out <= tmp_m;
                    exp_out  <= tmp_exp;
                end 
                else begin
                    is_num   <= 1'b0;
                    is_nan   <= is_nan_in;
                    is_pinf  <= is_pinf_in;
                    is_ninf  <= is_ninf_in;
                    sign_out <= sign_in;
                    mant_out <= {1'b0, mant_in};
                    exp_out  <= $signed({2'b00, exp_in}) - BIAS;
                end
                n_valid <= 1'b1;
            end
        end
    end
endmodule
==> deck_impl_summary.md <==
Key Metrics from the Run

Outcome
  • Outcome: complete, no violations

Worst setup path
  • CP cell instances: clkdlybuf4s50_1, nand2b_1, nand2b_1, o21ai_2, clkinv_2, ha_1, xnor2_4, mux4_2, nor3_2, a221o_1
  • Worst path slowest cell: clkdlybuf4s50_1
  • Worst Path Required: 5.30 ns
  • Crit path launch type: input port
  • Worst path max stage delay: 0.71 ns
  • WS Path Type: input port to flop
  • Most used cell, CP: nand2b_1
  • Kind of end point of the critical path: flop
  • CP bufs+invs: 2
  • CP arrival: 4.03 ns
  • Cell family with most CP delay: buffers and inverters
  • Max FO, Critical Path: 13

Place
  • RD Place Congestion: 0.901
  • Post-DP HPWL: 4.39 mm
  • Port bufs: 47
  • Pre-CTS setup slack: 1.00 ns

Route
  • Detailed-route vias per instance: 4.72
  • Routed WL per cell: 15.9 um
  • DRC viols: 0
  • Met2 Routed Length: 2.64 mm
  • Drt total wl: 5.64 mm
  • Routed metal-1 wirelength: 2.57 mm
  • Antenna cell count: 0
  • DRT iter0 DRCs: 76
  • Drt first pass iters: 4
  • Met3 Wirelength: 390 um
  • Highest Signal Layer: met4
  • Detail Route Antenna Nets: 0
  • Via Count: 1671

Yosys
  • Asr flop ratio synth: 0%
  • Synth top cells by count: 23 x dfxtp_1, 21 x a21oi_1, 21 x nor2_1
  • Top cells, area: dfxtp_1 27%, a21oi_1 6.1%, mux2i_1 5.2%
  • And+or+nand+nor area frac: 24.8%
  • Yosys aoi share: 26.4%
  • YS warnings: 1
  • Synthesis-stage register bit count: 23
  • Top area contributor share: 26.7%
  • Area leader, netlist: dfxtp_1
  • Mux share: 6.53%
  • Synth top cell by count: dfxtp_1
  • Mapped Area: 1730 um2
  • Prevailing logic family in the synthesized netlist: AND-OR/OR-AND gates
  • Mean Syn Cell Area: 8.34 um2
  • Top FF cell, synth: dfxtp_1
  • Seq share, synth: 26.7%
  • Post-synth EDFFs: 0
  • Yosys Chip Area: 1730 um2
  • Adder share: 3.63%
  • Mapped Cells: 207
  • Distinct cells, synth: 56
  • Ys cells: 207
  • XORs/XNORs by Area: 6.16%

Finish
  • Share of layout cells above drive strength 1: 9.24%
  • Layout area overhead: 35.0%
  • FILL cells: 883

Timing
  • Worst setup margin: 1.27 ns
  • # setup viols final: 0
  • Slew HR: 59.7%
  • Setup TNS: 0 ns
  • F_max: 0.261 GHz
  • Final slew viol count: 0
  • RSZ-0062 raised after global routing: no
  • Final number of hold-violating endpoints: 0
  • Worst-Margin Slew: 0.605 ns
  • Minimum clock period: 3.83 ns
  • Clk_skew: 0 ns
  • Period utilization: 75.1%

CTS
  • CTS Buf Count: 3
  • CTS clk-pin slew, worst paths: 0.08 ns
  • Worst-Skew Late Latency: 0.26 ns
  • Clock Tree Buf Depth: 2
  • Post-CTS Setup Repair Bufs: 0
  • CTS sink cnt: 23
  • CTS resizes: 0
  • Hold buffer count at CTS: 0
  • H-tree depth: 1
  • TritonCTS clock tree: done
  • CTS root buf: clkbuf_8

Floorplanning
  • Die footprint: 12500 um2
  • Core area: 8220 um2
  • Die width: 112 um
  • Die height: 112 um
  • # IOs: 48
  • Rows: 33
  • Floorplan utilization: 21.0%

Pwr
  • PD cells: 200 nW/um2
  • Pleak: 0.840 nW
  • Peak supply drop: 0.0000638 V

Job
  • Max Cap Viol: 0
  • OpenROAD warning count: 27

Global route
  • Number of global-route vias before repair: 1632
  • Initial antenna violation count: 0
  • First-pass GRT wire length: 9.15 mm
  • Congestion Overflow GR: 0
  • Overall routing resource usage: 8.77%
  • Largest net degree at the start of global routing: 23

Min path
  • Hold crit path type: flop to flop
worst paths after layout:
check	startpoint	to	slack [ns]	cells past startpoint
max	mant_in[9]	mant_out[8]	1.27	10
min	mant_out[9]	mant_out[9]	0.48	2
max reg2reg	mant_out[10]	mant_out[10]	4.28	2
min reg2reg	mant_out[9]	mant_out[9]	0.48	2
flip-flops by register name, summed over array words and instances, names as in the netlist:
register / flops
is_nan: 1
exp_out: 6
n_valid: 1
mant_out: 11
sign_out: 1
is_pinf: 1
is_ninf: 1
is_num: 1
per-layer routing:
| metal | track usage [%] | up-vias |
|---|---|---|
| li1 | - | 843 |
| met1 | 11.9 | 775 |
| met2 | 14.1 | 49 |
| met3 | 2.39 | 4 |
| met4 | 0.846 | 0 |
| met5 | 0 | - |
where the power goes:
group | switching, mW | internal, mW | total [mW] | leakage, nW
Sequential | 0.00645 | 0.192 | 0.198 | 0.190
Combinational | 0.0761 | 0.0793 | 0.155 | 0.627
Clock | 0.0557 | 0.0557 | 0.111 | 0.0228
worst reg2reg max path, cell delays in order (launching register included):
cell and delay (ns):
dfxtp_1 0.32, a22o_1 0.20, a31o_2 0.20
layout make-up:
class / instances / area (um2) / area share (%)
Multi-Input combinational cell: 162 / 1160 / 50.0
Clock buffer: 4 / 45.0 / 1.93
Inverter: 11 / 42.5 / 1.83
Tap cell: 105 / 131 / 5.64
Timing Repair Buffer: 49 / 485 / 20.8
Sequential cell: 23 / 460 / 19.8
through the flow:
step	instances	power, mW	hold WS, ns	area [um2]	util, %
after floorplan	207	0.285	0.407	1730	-
after global placement	350	0.360	0.465	2280	27.8
after detailed placement	350	0.359	0.467	2280	27.8
after CTS	354	0.475	0.481	2330	28.4
after global routing	354	0.500	0.514	2330	28.4
final	354	0.465	0.478	2330	28.4
placed cells by master (no fill, tap or decap), types with 3 or more instances in the layout:
master / instances
nand3_1: 5
nand2_1: 10
ha_1: 5
inv_1: 8
a211oi_1: 3
nor2b_1: 12
dfxtp_1: 23
a22o_1: 3
nor3_1: 4
clkbuf_8: 3
xnor2_1: 3
mux2i_1: 9
nor2_1: 21
o221a_2: 3
nand2b_1: 8
o21ai_0: 11
a21oi_1: 21
nand4_1: 4
clkdlybuf4s50_1: 47
cells by family (layout without fill, tap and decap cells):
| family | count (synthesis) | count (layout) |
|---|---|---|
| and+or+nand+nor | 74 | 74 |
| AOI/OAI and AO/OA | 66 | 66 |
| DFF | 23 | 23 |
| buffers and inverters | 22 | 64 |
| muxes | 10 | 10 |
| xor gates and xnor gates | 7 | 7 |
| adders and majority gates | 5 | 5 |
Power is estimated from default activity; no workload was simulated.
