==> ./design.v <==
`timescale 1ns/1ps
module iterate (
    input  wire        clk,
    input  wire        enable,
    input  wire        n_valid,
    input  wire        is_nan_in,
    input  wire        is_pinf_in,
    input  wire        is_ninf_in,
    input  wire        is_num,
    input  wire        sign_in,
    input  wire [10:0] mant_in,
    input  wire signed [6:0] exp_in,
    output reg         it_valid,
    output reg         result,
    output reg         sign_out,
    output reg signed [6:0] exp_out,
    output reg [10:0]  mant_out,
    output reg         is_nan_out,
    output reg         is_pinf_out,
    output reg         is_ninf_out
);
    localparam ITER_MAX = 11;
    reg active;
    reg [3:0] iter_left;
    reg [33:0] radicand;
    reg [22:0] remainder;
    reg [11:0] root;
    reg is_special;
    reg stored_is_nan;
    reg stored_is_pinf;
    reg stored_is_ninf;
    reg stored_sign;
    reg signed [6:0] stored_exp;
    reg [10:0] stored_mant;
    reg done;
    wire [22:0] trial_comb;
    wire [22:0] remainder_next;
    wire [11:0] root_next;
    assign trial_comb = {root[10:0], 2'b01};
    assign remainder_next = {remainder[20:0], radicand[33:32]};
    assign root_next = (remainder_next >= trial_comb) ? {root[10:0], 1'b1} : {root[10:0], 1'b0};
    reg [11:0] work_mant;
    reg signed [6:0] work_exp;
    wire is_zero;
    assign is_zero = (exp_in == -7'sd15) && (mant_in == 11'd0);
    initial begin
        active = 1'b0;
        it_valid = 1'b0;
        result = 1'b0;
        sign_out = 1'b0;
        exp_out = 7'sd0;
        mant_out = 11'd0;
        iter_left = 4'd0;
        radicand = 34'd0;
        remainder = 23'd0;
        root = 12'd0;
        is_special = 1'b0;
        stored_is_nan = 1'b0;
        stored_is_pinf = 1'b0;
        stored_is_ninf = 1'b0;
        stored_sign = 1'b0;
        stored_exp = 7'sd0;
        stored_mant = 11'd0;
        is_nan_out = 1'b0;
        is_pinf_out = 1'b0;
        is_ninf_out = 1'b0;
        done = 1'b0;
    end
    always @(posedge clk) begin
        if (!enable) begin
            active     <= 1'b0;
            it_valid   <= 1'b0;
            result     <= 1'b0;
            sign_out   <= 1'b0;
            exp_out    <= 7'sd0;
            mant_out   <= 11'd0;
            iter_left  <= 4'd0;
            radicand   <= 34'd0;
            remainder  <= 23'd0;
            root       <= 12'd0;
            is_special <= 1'b0;
            stored_is_nan  <= 1'b0;
            stored_is_pinf <= 1'b0;
            stored_is_ninf <= 1'b0;
            stored_sign    <= 1'b0;
            stored_exp     <= 7'sd0;
            stored_mant    <= 11'd0;
            is_nan_out  <= 1'b0;
            is_pinf_out <= 1'b0;
            is_ninf_out <= 1'b0;
            done <= 1'b0;
        end else begin
            if (done) begin
                it_valid <= 1'b1;
                result   <= 1'b1;
                is_nan_out  <= stored_is_nan;
                is_pinf_out <= stored_is_pinf;
                is_ninf_out <= stored_is_ninf;
                sign_out <= stored_sign;
                exp_out  <= stored_exp;
                mant_out <= stored_mant;
            end else begin
                it_valid <= 1'b0;
                result   <= 1'b0;
                if (n_valid && !active) begin
                    if (is_zero) begin
                        it_valid <= 1'b1;
                        result   <= 1'b1;
                        active   <= 1'b0;
                        is_special <= 1'b1;
                        done <= 1'b1;
                        stored_is_nan  <= 1'b0;
                        stored_is_pinf <= 1'b0;
                        stored_is_ninf <= 1'b0;
                        is_nan_out  <= 1'b0;
                        is_pinf_out <= 1'b0;
                        is_ninf_out <= 1'b0;
                        stored_sign <= sign_in;
                        stored_exp  <= -7'sd15;
                        stored_mant <= 11'd0;
                        sign_out <= sign_in; 
                        exp_out  <= -7'sd15;
                        mant_out <= 11'd0;
                    end
                    else if (!is_num || is_nan_in || is_pinf_in || is_ninf_in) begin
                        it_valid <= 1'b1;
                        result   <= 1'b1;
                        active   <= 1'b0;
                        is_special <= 1'b1;
                        done <= 1'b1;
                        stored_is_nan  <= is_nan_in;
                        stored_is_pinf <= is_pinf_in;
                        stored_is_ninf <= is_ninf_in;
                        is_nan_out  <= is_nan_in;
                        is_pinf_out <= is_pinf_in;
                        is_ninf_out <= is_ninf_in;
                        if (is_nan_in) begin
                            stored_sign <= 1'b1;
                            stored_exp  <= 7'sd16;
                            stored_mant <= 11'b10000000000;
                            sign_out <= 1'b1;
                            exp_out  <= 7'sd16;
                            mant_out <= 11'b10000000000;
                        end else if (is_pinf_in) begin
                            stored_sign <= 1'b0;
                            stored_exp  <= 7'sd16;
                            stored_mant <= 11'd0;
                            sign_out <= 1'b0;
                            exp_out  <= 7'sd16;
                            mant_out <= 11'd0;
                        end else if (is_ninf_in) begin
                            stored_sign <= 1'b1;
                            stored_exp  <= 7'sd16;
                            stored_mant <= 11'b10000000000;
                            stored_is_nan  <= 1'b1;
                            stored_is_pinf <= 1'b0;
                            stored_is_ninf <= 1'b0;
                            is_nan_out  <= 1'b1;
                            is_pinf_out <= 1'b0;
                            is_ninf_out <= 1'b0;
                            sign_out <= 1'b1;
                            exp_out  <= 7'sd16;
                            mant_out <= 11'b10000000000;
                        end else begin
                            stored_sign <= 1'b1;
                            stored_exp  <= 7'sd16;
                            stored_mant <= 11'b10000000000;
                            sign_out <= 1'b1;
                            exp_out  <= 7'sd16;
                            mant_out <= 11'b10000000000;
                        end
                    end 
                    else begin
                        is_special <= 1'b0;
                        stored_is_nan  <= 1'b0;
                        stored_is_pinf <= 1'b0;
                        stored_is_ninf <= 1'b0;
                        is_nan_out  <= 1'b0;
                        is_pinf_out <= 1'b0;
                        is_ninf_out <= 1'b0;
                        sign_out <= 1'b0;  
                        if (exp_in[0]) begin
                            work_mant = {mant_in, 1'b0}; 
                            work_exp  = exp_in - 7'sd1;  
                        end else begin
                            work_mant = mant_in;
                            work_exp  = exp_in;
                        end
                        exp_out <= {work_exp[6], work_exp[6:1]};
                        stored_exp <= {work_exp[6], work_exp[6:1]};
                        stored_sign <= 1'b0;
                        radicand  <= {work_mant, 22'd0};
                        remainder <= 23'd0;
                        root      <= 12'd0;
                        iter_left <= ITER_MAX;
                        active    <= 1'b1;
                    end
                end
                if (active) begin
                    radicand <= {radicand[31:0], 2'b00};
                    remainder <= (remainder_next >= trial_comb) ? 
                                 (remainder_next - trial_comb) : 
                                 remainder_next;
                    root      <= root_next;
                    it_valid <= 1'b1;
                    is_nan_out  <= 1'b0;
                    is_pinf_out <= 1'b0;
                    is_ninf_out <= 1'b0;
                    if (iter_left > 4'd1)
                        mant_out <= root_next[10:0] << (iter_left - 4'd1);
                    else
                        mant_out <= root_next[10:0];
                    if (iter_left == 4'd1) begin
                        result    <= 1'b1;
                        active    <= 1'b0;
                        iter_left <= 4'd0;
                        done <= 1'b1;
                        stored_mant <= root_next[10:0];
                        stored_is_nan  <= 1'b0;
                        stored_is_pinf <= 1'b0;
                        stored_is_ninf <= 1'b0;
                    end else begin
                        iter_left <= iter_left - 4'd1;
                    end
                end
            end
        end
    end
endmodule
==> ./run.sh <==
#!/bin/bash
# OpenROAD 26Q1-2900-gdf79404cd8, Yosys 0.63+post, stock flow scripts
make -C /OpenROAD-flow-scripts/flow DESIGN_CONFIG=/design/flow/config.mk WORK_HOME=/design/flow/orfs finish
==> ./config.mk <==
export PLATFORM = sky130hd
export DESIGN_NAME = iterate
export DESIGN_NICKNAME = iterate
export VERILOG_FILES = /design/flow/design.v
export SDC_FILE = /design/flow/constraint.sdc
export NUM_CORES = 4
export LEC_CHECK = 1
export CORE_UTILIZATION = 40
==> ./constraint.sdc <==
current_design iterate

set clk_period 9.3
set clk_io_pct 0.2

create_clock -name clk0 -period $clk_period [get_ports {clk}]

set non_clock_inputs [all_inputs -no_clocks]
set_input_delay [expr $clk_period * $clk_io_pct] -clock clk0 $non_clock_inputs
set_output_delay [expr $clk_period * $clk_io_pct] -clock clk0 [all_outputs]
==> flow_summary_export.csv <==
group,metric,value,unit
clock_network,insertion_delay,0.35,ns
worst_setup_path,required,9.59,ns
sta,tightest_slew,0.867,ns
global_routing,grt_max_degree,56,
synth,yosys.area_share.simple,21.8,%
final_layout,flop_area,0.00188,mm2
global_routing,grt_pass1_vias,4996,
drt,drt_iter0_markers,389,
synth,topCellsByArea,"dfxtp_1 35%, nor2_1 6.5%, a21oi_1 5.5%",
worst_setup_path,path_cells,"clkdlybuf4s50_1 > nor4bb_1 > nand3_1 > a211oi_4 > buf_4 > and2_1 > a22oi_1 > nand2_1",
clock_network,clk_path_buf_depth,2,
synth,yosysTopAreaCell,"dfxtp_1",
die,chipHeight,118,um
sta,min_period,4.66,ns
sta,hold_viol_final,0,
worst_setup_path,crit_fanout,40,
synth,synth_cells,680,
sta,hold_slack,0.462,ns
worst_setup_path,critPathLaunchType,"primary input",
sta,slew_viol_final,0,
worst_setup_path,criticalPathCategory,"in2reg",
synth,ys.flops,94,
synth,yosys.area_share.aoi,27.2,%
clock_network,cts_resized,0,
worst_setup_path,cp.arrival,4.96,ns
synth,ys_types,68,
power,vdd.ir_drop.worst,0.0000788,V
placed_design,port_buffers,49,
synth,yosysTopAreaCellShare,34.9,%
sta,max_freq,0.214,GHz
synth,ys_async_sr_fraction,0,%
global_routing,grt_first_pass_wirelength,25800,um
clock_network,cts_buffers,9,
synth,top_cells_by_count,"94 x dfxtp_1, 94 x nor2_1, 66 x nand2_1",
synth,yosys-stat-cells,680,
die,io_pins,50,
power,power_leakage,2.27,nW
die,fp-utilization,40.9,%
synth,ff_type,"dfxtp_1",
hold_path,worstHoldPathType,"reg2reg",
synth,edf_count,0,
drt,antenna_cells,0,
worst_setup_path,max_stage_delay,0.87,ns
synth,ys_area,0.00540,mm2
worst_setup_path,cp-end-kind,"flop",
die,chipArea,0.0140,mm2
drt,num_vias,5272,
synth,ys_sh_xor,1.79,%
final_layout,drive_above_1_share,6.61,%
synth,ys_sh_adder,3.48,%
synth,netlist_area,0.00540,mm2
sta,timing.final.ws_setup,4.64,ns
global_routing,grt_usage,23.5,%
clock_network,h-tree-depth,3,
die,rows,42,
placed_design,pre_cts_ws,4.28,ns
drt,vias_per_cell,5.94,
drt,drt-pass1-iter-count,5,
clock_network,clkSinkCount,94,
clock_network,hold_buffers,0,
sta,setup_viol,0,
synth,seq_area_frac_synth,34.9,%
power,p_per_area,148,mW/mm2
final_layout,syn_to_final_growth,17.0,%
clock_network,clkSlewWorstSetupHoldPaths,0.07,ns
drt,drc,0,
sta,rsz0062_at_grt,"no",
final_layout,fill_cells,1239,
flow_run,tool_warnings,27,
placed_design,gp_congestion,0.942,
sta,setup-tns-final,0,ns
clock_network,root_buffer,"clkbuf_16",
die,die_x,118,um
drt,wl_per_cell,17.9,um
global_routing,grt-ovfl-total,0,
placed_design,dp.final_hpwl,11100,um
clock_network,cts_tree,"done",
sta,clock_skew,0.00594,ns
global_routing,antenna_found_initial,0,
synth,synthMuxAreaShare,6.10,%
sta,finalCritPeriodShare,50.2,%
run_status,run_status,"finished clean",
die,design.core.area,0.0132,mm2
final_layout,combGateArea,0.00327,mm2
flow_run,cap_violations,0,
sta,relSlewSlack,42.2,%
synth,postSynthAreaPerCell,7.94,um2
synth,topCombFamilyByArea,"AND-OR/OR-AND gates",
synth,synth_warnings,1,
worst_setup_path,critPathSlowestCell,"clkdlybuf4s50_1",
clock_network,cts_setup_buffers,0,
drt,ant_nets,0,
drt,drt_wl_total,15800,um
registers in the layout, summed over array words and instances (netlist names), 4 cells and up:
| name | count |
|---|---|
| radicand | 12 |
| root | 11 |
| iter_left | 4 |
| stored_mant | 11 |
| mant_out | 11 |
| stored_exp | 6 |
| remainder | 21 |
| exp_out | 6 |
power by group:
part           total (W)  internal, W  leakage (nW)  switching, W
registers       0.000417     0.000412         0.762    0.00000515
clock network   0.000381     0.000217         0.145      0.000164
logic           0.000137    0.0000540          1.37     0.0000826
total           0.000934     0.000683          2.27      0.000252
per-layer routing:
metal / track usage (%) / vias up / part of all wire (%)
li1: - / 2573 / -
met1: 34.2 / 2502 / 46
met2: 37.4 / 174 / 46
met3: 4.18 / 23 / 6.2
met4: 5.05 / 0 / 2.1
met5: 0 / - / 0
stage by stage:
stage,utilization [%],area [um2],total power (W),cells
2_1_floorplan,-,5400,0.000513,680
3_3_place_gp,45.5,6000,0.000561,871
3_5_place_dp,45.5,6000,0.000561,871
4_1_cts,47.9,6310,0.000942,887
5_1_grt,47.9,6310,0.000973,887
6_report,47.9,6310,0.000934,887
cell families after synthesis:
group / Yosys count
AOI/OAI and AO/OA: 221
adders and majority gates: 15
DFF: 94
buffers and inverters: 64
xor gates and xnor gates: 11
muxes: 25
and+or+nand+nor: 250
critical path, delay by kind of cell:
family	cells	cell delay, ns
buffers and inverters	2	1.24
AND-OR/OR-AND	2	0.46
AND/OR/NAND/NOR	4	1.38
cell type report:
class | count | area share (%)
multi-input combinational | 522 | 51.8
sequential | 94 | 29.8
timing repair buffer | 57 | 8.72
clock buffer | 10 | 3.78
tap | 176 | 3.49
inverter | 22 | 1.31
clock inverter | 6 | 1.13
path summary, 6_finish.rpt:
check | from | end | slack, ns | cells after the start
worst max-delay path | exp_in[0] | remainder[19] | 4.64 | 8
worst min-delay path | stored_exp[4] | stored_exp[4] | 0.46 | 2
worst max register to register | root[0] | remainder[20] | 6.06 | 9
worst min register to register | stored_exp[4] | stored_exp[4] | 0.46 | 2
placed cells by master, fill, tap and decap left out, types with 5 or more instances in the layout:
cell type,synthesis,layout
nor2_1,94,94
a211oi_1,11,10
nand3_1,21,21
nor4_1,5,5
o21ai_0,41,41
a22oi_1,19,19
clkdlybuf4s50_1,0,49
o211ai_1,8,8
a21oi_1,59,59
dfxtp_1,94,94
nor3_1,11,11
and3_1,8,8
a31oi_1,5,5
ha_1,15,15
o21a_1,5,5
xnor2_1,5,5
nand4_1,6,6
o21ai_1,5,5
clkbuf_16,0,9
nand2_1,66,66
a32oi_1,10,10
mux2i_1,16,16
a22o_1,11,11
nand2b_1,8,8
nor2b_1,6,6
or3_1,5,5
xor2_1,6,6
buf_4,1,8
o22ai_1,5,5
inv_1,22,22
mux4_2,6,6
No activity file was given, so power comes from the tool's default toggle rates.
